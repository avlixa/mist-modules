## config.mk

```make
export PLATFORM = sky130hd
export DESIGN_NAME = arcade_inputs
export DESIGN_NICKNAME = arcade_inputs
export VERILOG_FILES = /design/flow/design.v
export SDC_FILE = /design/flow/constraint.sdc
export NUM_CORES = 4
export LEC_CHECK = 1
export CORE_UTILIZATION = 40
```

## constraint.sdc

```tcl
current_design arcade_inputs

set clk_period 6.8
set clk_io_pct 0.2

create_clock -name clk0 -period $clk_period [get_ports {clk}]

set non_clock_inputs [all_inputs -no_clocks]
set_input_delay [expr $clk_period * $clk_io_pct] -clock clk0 $non_clock_inputs
set_output_delay [expr $clk_period * $clk_io_pct] -clock clk0 [all_outputs]
```

## design.v

```verilog
module arcade_inputs(
	input         clk,
	input         key_strobe,
	input         key_pressed,
	input   [7:0] key_code,
	input  [19:0] joystick_0,
	input  [19:0] joystick_1,
	input  [19:0] joystick_2,
	input  [19:0] joystick_3,
	input         rotate,
	input   [1:0] orientation,
	input         joyswap,
	input         oneplayer,
	output  [8:0] controls,
	output [19:0] player1,
	output [19:0] player2,
	output [19:0] player3,
	output [19:0] player4
);
parameter COIN1 = 0;
parameter COIN2 = 0;
parameter START1 = 0;
parameter START2 = 0;
parameter START3 = 0;
parameter START4 = 0;
assign controls = { btn_tilt,
                    btn_coin | btn_coin4_mame, btn_coin | btn_coin3_mame, btn_coin | btn_coin2_mame | joy_coin2, btn_coin | btn_coin1_mame | joy_coin1,
                    btn_four_players | btn_start4_mame | joy_start4, btn_three_players | btn_start3_mame | joy_start3, btn_two_players | btn_start2_mame | joy_start2, btn_one_player | btn_start1_mame | joy_start1 };
wire [19:0] joy0 = joyswap ? joystick_1 : joystick_0;
wire [19:0] joy1 = joyswap ? joystick_0 : joystick_1;
wire [19:0] joy2 = joystick_2;
wire [19:0] joy3 = joystick_3;
wire joy_coin1 =  (COIN1  == 0) ? 1'b0 : (joy0[COIN1]  | joy1[COIN1]  | joy2[COIN1]  | joy3[COIN1]);
wire joy_coin2 =  (COIN2  == 0) ? 1'b0 : (joy0[COIN2]  | joy1[COIN2]  | joy2[COIN2]  | joy3[COIN2]);
wire joy_start1 = (START1 == 0) ? 1'b0 : (joy0[START1] | joy1[START1] | joy2[START1] | joy3[START1]);
wire joy_start2 = (START2 == 0) ? 1'b0 : (joy0[START2] | joy1[START2] | joy2[START2] | joy3[START2]);
wire joy_start3 = (START3 == 0) ? 1'b0 : (joy0[START3] | joy1[START3] | joy2[START3] | joy3[START3]);
wire joy_start4 = (START4 == 0) ? 1'b0 : (joy0[START4] | joy1[START4] | joy2[START4] | joy3[START4]);
wire [19:0] p1;
wire [19:0] p2;
wire [19:0] p3;
wire [19:0] p4;
assign p1[15:4] = joy0[15:4] | { 4'h0, btn_fireH,  btn_fireG,  btn_fireF,  btn_fireE,  btn_fireD,  btn_fireC,  btn_fireB,  btn_fireA };
assign p2[15:4] = joy1[15:4] | { 4'h0, btn_fire2H, btn_fire2G, btn_fire2F, btn_fire2E, btn_fire2D, btn_fire2C, btn_fire2B, btn_fire2A };
assign p3[15:4] = joy2[15:4];
assign p4[15:4] = joy3[15:4];
control_rotator l1(joy0[3:0], {btn_up,  btn_down,  btn_left,  btn_right }, rotate, orientation, p1[3:0]);
control_rotator l2(joy1[3:0], {btn_up2, btn_down2, btn_left2, btn_right2}, rotate, orientation, p2[3:0]);
control_rotator l3(joy2[3:0], 4'd0, rotate, orientation, p3[3:0]);
control_rotator l4(joy3[3:0], 4'd0, rotate, orientation, p4[3:0]);
control_rotator r1(joy0[19:16], 4'd0, rotate, orientation, p1[19:16]);
control_rotator r2(joy1[19:16], 4'd0, rotate, orientation, p2[19:16]);
control_rotator r3(joy2[19:16], 4'd0, rotate, orientation, p3[19:16]);
control_rotator r4(joy3[19:16], 4'd0, rotate, orientation, p4[19:16]);
assign player1 = oneplayer ? p1 | p2 : p1;
assign player2 = oneplayer ? p1 | p2 : p2;
assign player3 = p3;
assign player4 = p4;
reg btn_tilt = 0;
reg btn_one_player = 0;
reg btn_two_players = 0;
reg btn_three_players = 0;
reg btn_four_players = 0;
reg btn_left = 0;
reg btn_right = 0;
reg btn_down = 0;
reg btn_up = 0;
reg btn_fireA = 0;
reg btn_fireB = 0;
reg btn_fireC = 0;
reg btn_fireD = 0;
reg btn_fireE = 0;
reg btn_fireF = 0;
reg btn_fireG = 0;
reg btn_fireH = 0;
reg btn_coin  = 0;
reg btn_start1_mame = 0;
reg btn_start2_mame = 0;
reg btn_start3_mame = 0;
reg btn_start4_mame = 0;
reg btn_coin1_mame = 0;
reg btn_coin2_mame = 0;
reg btn_coin3_mame = 0;
reg btn_coin4_mame = 0;
reg btn_up2 = 0;
reg btn_down2 = 0;
reg btn_left2 = 0;
reg btn_right2 = 0;
reg btn_fire2A = 0;
reg btn_fire2B = 0;
reg btn_fire2C = 0;
reg btn_fire2D = 0;
reg btn_fire2E = 0;
reg btn_fire2F = 0;
reg btn_fire2G = 0;
reg btn_fire2H = 0;
always @(posedge clk) begin
	if(key_strobe) begin
		case(key_code)
			'h75: btn_up            <= key_pressed;  
			'h72: btn_down          <= key_pressed;  
			'h6B: btn_left          <= key_pressed;  
			'h74: btn_right         <= key_pressed;  
			'h76: btn_coin          <= key_pressed;  
			'h05: btn_one_player    <= key_pressed;  
			'h06: btn_two_players   <= key_pressed;  
			'h04: btn_three_players <= key_pressed;  
			'h0C: btn_four_players  <= key_pressed;  
			'h14: btn_fireA         <= key_pressed;  
			'h11: btn_fireB         <= key_pressed;  
			'h29: btn_fireC         <= key_pressed;  
			'h12: btn_fireD         <= key_pressed;  
			'h1A: btn_fireE         <= key_pressed;  
			'h22: btn_fireF         <= key_pressed;  
			'h21: btn_fireG         <= key_pressed;  
			'h2A: btn_fireH         <= key_pressed;  
			'h66: btn_tilt          <= key_pressed;  
			'h16: btn_start1_mame   <= key_pressed;  
			'h1E: btn_start2_mame   <= key_pressed;  
			'h26: btn_start3_mame   <= key_pressed;  
			'h25: btn_start4_mame   <= key_pressed;  
			'h2E: btn_coin1_mame    <= key_pressed;  
			'h36: btn_coin2_mame    <= key_pressed;  
			'h3D: btn_coin3_mame    <= key_pressed;  
			'h3E: btn_coin4_mame    <= key_pressed;  
			'h2D: btn_up2           <= key_pressed;  
			'h2B: btn_down2         <= key_pressed;  
			'h23: btn_left2         <= key_pressed;  
			'h34: btn_right2        <= key_pressed;  
			'h1C: btn_fire2A        <= key_pressed;  
			'h1B: btn_fire2B        <= key_pressed;  
			'h15: btn_fire2C        <= key_pressed;  
			'h1D: btn_fire2D        <= key_pressed;  
			'h43: btn_fire2E        <= key_pressed;  
			'h42: btn_fire2F        <= key_pressed;  
			'h3B: btn_fire2G        <= key_pressed;  
			'h4B: btn_fire2H        <= key_pressed;  
		endcase
	end
end
endmodule
module control_rotator (
	input  [3:0] joystick,  
	input  [3:0] keyboard,
	input        rotate,
	input  [1:0] orientation,
	output [3:0] out
);
assign out = { m_up, m_down, m_left, m_right };
wire m_up     = ~(orientation[0] ^ rotate) ? keyboard[3] | joystick[3] : ((orientation[1] ^ orientation[0]) ? keyboard[0] | joystick[0] : keyboard[1] | joystick[1]);
wire m_down   = ~(orientation[0] ^ rotate) ? keyboard[2] | joystick[2] : ((orientation[1] ^ orientation[0]) ? keyboard[1] | joystick[1] : keyboard[0] | joystick[0]);
wire m_left   = ~(orientation[0] ^ rotate) ? keyboard[1] | joystick[1] : ((orientation[1] ^ orientation[0]) ? keyboard[3] | joystick[3] : keyboard[2] | joystick[2]);
wire m_right  = ~(orientation[0] ^ rotate) ? keyboard[0] | joystick[0] : ((orientation[1] ^ orientation[0]) ? keyboard[2] | joystick[2] : keyboard[3] | joystick[3]);
endmodule
module input_toggle(
	input clk,
	input reset,
	input btn,
	output reg state
);
reg btn_old;
always @(posedge clk) begin
	btn_old <= btn;
	if (reset) state <= 0;
	else if (~btn_old & btn) state <= ~state;
end
endmodule
```

## run.sh

```bash
#!/bin/bash
# OpenROAD 26Q1-2900-gdf79404cd8, Yosys 0.63+post, stock flow scripts
make -C /OpenROAD-flow-scripts/flow DESIGN_CONFIG=/design/flow/config.mk WORK_HOME=/design/flow/orfs finish
```

==> impl_metrics.tcl <==
# yosys + openroad results
set metrics [dict create \
    ir_drop_uv 132 \
    syn-cell-area_um2 3520 \
    p_int_mw 0.519 \
    endpoint_kind "output pin" \
    cts-hold-fix-buffers 0 \
    gp_congestion 0.914 \
    grt_pass1_wl_mm 14.0 \
    final-hold-violation-count 0 \
    ctsResizeCount 0 \
    grt_pass1_vias 2789 \
    syn_inst 419 \
    hp-class "in2reg" \
    die_x_um 95.8 \
    row_count 33 \
    rsz0062_at_grt "false" \
    fin_setup_tns_ns 0 \
    avgViaCountPerCell 5.34 \
    synthDistinctLibCells 36 \
    relSlewSlack_pct 46.6 \
    synth_top_cell_by_area "edfxtp_1" \
    power.net_switching_mw 0.176 \
    worst-endpoint-required_ns 5.44 \
    io_pins 185 \
    hold_start "key_pressed" \
    cap_viol_max_count 0 \
    warning_count 26 \
    drt-wirelength-per-cell_um 15.1 \
    switching_share_pct 25.3 \
    firstDrtPassIters 4 \
    power.density_nw_per_um2 146 \
    start_kind "input pin" \
    synth-area-yosys_um2 3520 \
    fillers 787 \
    postLayoutCoreUtil_pct 57.0 \
    pwr-share-seq_pct 37.1 \
    worst_pin_slew_ns 0.800 \
    via_count 3261 \
    drc_errors 0 \
    area_leaders "edfxtp_1 (32%), buf_4 (9.0%), mux2_2 (8.6%)" \
    cts-htree-levels 2 \
    chip_area_um2 9180 \
    cp_max_fo 16 \
    combinationalPowerShare_pct 36.7 \
    top_cell_area_share_pct 32.4 \
    ant_nets 0 \
    drive_above_1_share_pct 11.3 \
    initial_utilization_pct 42.0 \
    hpwl_mm 7.22 \
    cts_root_buf "clkbuf_8" \
    p_leak_nw 1.62 \
    cp.arrival_ns 4.00 \
    antenna_cells 0 \
    min_period_over_period_pct 78.8 \
    cts_setup_buffers 0 \
    p_total_mw 0.695 \
    setup_viol 0 \
    postSynthSeqShare_pct 32.4 \
    holdPathStages 1 \
    drt_iter0_markers 129 \
    period_minus_slack_ns 5.36 \
    p_clk_share_pct 26.2 \
    synth_flops 38 \
    port-buffer-count 136 \
    tritoncts "built" \
    numCtsBuffers 5 \
    fin_hold_ws_ns 1.68 \
    track_usage_pct 20.3 \
    yosys-stat-cells 419 \
    path_class "in2out" \
    outcome "finished clean" \
    syn_avg_cell_area_um2 8.41 \
    core-area_um2 8380 \
    cts.clk_slew.worst_paths_ns 0.07 \
    antenna_found_initial 0 \
    yosysWarnings 1 \
    cts_sinks 38 \
    min_to "btn_right2" \
    max_freq_mhz 187 \
    slew_viol_final 0 \
    grt_max_degree 52 \
    cts_buffer_depth 2 \
    grt_overflow 0 \
    die_y_um 95.8 \
    syn2layout_area_growth_pct 35.6 \
    wirelength_mm 9.21 \
]
## worst max-delay path by stage
stage | startpoint | to | slack (ns) | cells after the start
finish | orientation[0] | player2[0] | 1.44 | 7
global route | orientation[0] | player2[0] | 1.22 | 7
CTS | orientation[0] | player2[0] | 1.45 | 7
## cell usage after synthesis
library cell  instances
nor2_1               71
nand2_1              49
buf_4                42
edfxtp_1             38
mux2_2               27
nand2b_1             19
a211oi_1             17
a31oi_1              17
nor2b_1              16
o32ai_1              16
buf_2                14
a21o_1                8
a21oi_1               8
mux2i_1               8
nand3_1               8
nor3_1                8
or2_2                 8
nor4_1                7
clkbuf_1              6
o22ai_1               6
a211o_1               4
a211oi_2              2
and2_1                2
mux2_4                2
nor4b_1               2
or3_1                 2
xnor2_1               2
xor2_1                2
a22o_1                1
a31o_2                1
buf_6                 1
nand3b_1              1
nor3_2                1
o21ai_0               1
o221ai_1              1
or2_1                 1
## final cells by class
cell class / count / area (µm²) / share of cell area (%)
Multi-Input combinational cell: 318 / 2000 / 41.8
Timing Repair Buffer: 142 / 1400 / 29.3
Sequential cell: 38 / 1140 / 23.9
Tap cell: 105 / 131 / 2.75
Clock buffer: 7 / 76.3 / 1.60
Clock inverter: 1 / 30.0 / 0.629
## critical path: stages
cell	delay (ns)
clkdlybuf4s50_1	0.62
xnor2_2	0.63
buf_4	0.34
nor3_1	0.07
a211oi_1	0.31
a211o_1	0.19
clkdlybuf4s50_1	0.47
## cell families after synthesis
| group | after synthesis | synth area share, % |
|---|---|---|
| buf+inv | 63 | 11.9 |
| mux | 37 | 11.8 |
| xor+xnor | 4 | 0.995 |
| compound gates | 82 | 17.1 |
| simple gates | 195 | 25.8 |
| flops | 38 | 32.4 |
## power by group through the flow
| stage | clock [mW] | sequential [mW] | combinational (mW) |
|---|---|---|---|
| after CTS | 0.186 | 0.258 | 0.256 |
| after global routing | 0.194 | 0.258 | 0.284 |
| final | 0.182 | 0.258 | 0.255 |
## per-stage QoR
step	instances	setup WS (ns)	area (µm²)
final	611	1.44	4780
after global routing	611	1.22	4780
after CTS	611	1.45	4780
after detailed placement	603	1.47	4670
after global placement	603	1.50	4670
after floorplan	419	3.12	3520
## routing by layer
layer  part of all wire, %  track usage (%)  vias to the layer above
li1                      -                -                     1654
met1                    47             32.8                     1469
met5                     0                0                        -
met3                   7.2             3.61                        5
met2                    46             31.2                      133
met4                  0.39             1.12                        0
## cells in the final DEF (no fill, tap or decap), types with 16 or more instances in the layout
| cell | n |
|---|---|
| clkdlybuf4s50_1 | 135 |
| nor2_1 | 71 |
| nand2_1 | 49 |
| edfxtp_1 | 38 |
| mux2_2 | 27 |
| nand2b_1 | 19 |
| a211oi_1 | 17 |
| a31oi_1 | 17 |
| nor2b_1 | 16 |
| o32ai_1 | 16 |
No activity file was given, so power comes from the tool's default toggle rates.
